==> flow/run.sh <==
#!/bin/bash
# OpenROAD 26Q1-2900-gdf79404cd8, Yosys 0.63+post, stock flow scripts
make -C /OpenROAD-flow-scripts/flow DESIGN_CONFIG=/design/flow/config.mk WORK_HOME=/design/flow/orfs finish
==> flow/config.mk <==
export PLATFORM = sky130hd
export DESIGN_NAME = AltCompleteCounter
export DESIGN_NICKNAME = AltCompleteCounter
export VERILOG_FILES = /design/flow/design.v
export SDC_FILE = /design/flow/constraint.sdc
export NUM_CORES = 4
export LEC_CHECK = 1
export CORE_AREA = 10 10 78 78
export DIE_AREA = 0 0 88 88
==> flow/constraint.sdc <==
current_design AltCompleteCounter

set clk_period 2.5
set clk_io_pct 0.2

create_clock -name clk0 -period $clk_period [get_ports {iClk}]

set non_clock_inputs [all_inputs -no_clocks]
set_input_delay [expr $clk_period * $clk_io_pct] -clock clk0 $non_clock_inputs
set_output_delay [expr $clk_period * $clk_io_pct] -clock clk0 [all_outputs]
==> flow/design.v <==
`timescale 1 ns / 1 ps 
module CounterSkipReverse(iClk, iRst, iSkip, iRev, oState);
    input iClk, iRst, iSkip, iRev;
	output reg[3:0] oState;
	always @(posedge iClk) begin
		if(iRst) begin 
			oState <= 4'd0;
			end
		else if(iSkip & iRev) begin 
			if (oState > 4'd5) oState <=  oState - 4'd6;
			else begin oState <= oState + 4'd9; end
			end
		else if(iSkip) begin 
			if (oState > 4'd9) oState <=  oState - 4'd10;
			else begin oState <= oState + 4'd5; end
			end
		else if(iRev) begin
			if (oState < 4'd2) oState <=  oState + 4'd13;
			else begin oState <= oState - 4'd2; end
			end
		else begin 
			if (oState == 4'd14) oState <= 4'd0;
			else begin oState <= oState + 4'd1; end
		end
	end
endmodule  
module StateToCountSequence(iState, oV);
	input [3:0] iState;
	output [3:0] oV; 
	wire a,b,c,d;
	assign a = iState[3];
	assign b = iState[2];
	assign c = iState[1];
	assign d = iState[0];
	assign oV[3] = (~a & b & ~c & ~d) | (~a & ~b & c & d) | (a & b & c);
	assign oV[2] = (a & ~b) | (b & c & d) | (~a & c & ~d);
	assign oV[1] = (~a & ~b & ~d ) | (~b & ~c & d);
	assign oV[0] = (~a & ~b & ~c & ~d) | (~a & b & c & ~d) | (a & d);
endmodule  
module CompleteCounter(iClk, iRst, iSkip, iRev, oV, oState);
	input iClk, iRst, iSkip, iRev;
	output [3:0] oV;
	output [3:0] oState;
	CounterSkipReverse cntr(.iClk(iClk), .iRst(iRst), .iSkip(iSkip), .iRev(iRev), .oState(oState));
	StateToCountSequence statemap(.iState(oState), .oV(oV));
endmodule  
module AltCompleteCounter(iClk, iRst, iSkip, iRev, oV, oState);
	input iClk, iRst, iSkip, iRev;
	output reg [3:0] oV;
	output reg[3:0] oState;
	wire [1:0] w;
	assign w[1]=iSkip;
	assign w[0]=iRev;
	parameter  A = 4'b0000, B = 4'b0001, C = 4'b0010, D = 4'b0011, E = 4'b0100, F = 4'b0101, G = 4'b0110, H = 4'b0111,  I = 4'b1000, J = 4'b1001, K = 4'b1010, L = 4'b1011, M = 4'b1100, N = 4'b1101, O = 4'b1110;
	always @(posedge iClk)
	begin	
		if (iRst) oState = A;
		else begin
    		case (oState)
    			A: case(w)
    		      4'b11: oState = J;
    				4'b10: oState = F;
    				4'b01: oState = N;
    				4'b00: oState = B;
    				endcase
    			B: case(w)
    				4'b11: oState = K;
    				4'b10: oState = G;
    				4'b01: oState = O;
    				4'b00: oState = C;
    				endcase
    			C: case(w)
    				4'b11: oState = L;
    				4'b10: oState = H;
    				4'b01: oState = A;
    				4'b00: oState = D;
    				endcase
    			D: case(w)
    				4'b11: oState = M;
    				4'b10: oState = I;
    				4'b01: oState = B;
    				4'b00: oState = E;
    				endcase
    			E: case(w)
    				4'b11: oState = N;
    				4'b10: oState = J;
    				4'b01: oState = C;
    				4'b00: oState = F;
    				endcase
    			F: case(w)
    				4'b11: oState = O;
    				4'b10: oState = K;
    				4'b01: oState = D;
    				4'b00: oState = G;
    				endcase
    			G: case(w)
    				4'b11: oState = A;
    				4'b10: oState = L;
    				4'b01: oState = E;
    				4'b00: oState = H;
    				endcase
    			H: case(w)
    				4'b11: oState = B;
    				4'b10: oState = M;
    				4'b01: oState = F;
    				4'b00: oState = I;
    				endcase
    			I: case(w)
    				4'b11: oState = C;
    				4'b10: oState = N;
    				4'b01: oState = G;
    				4'b00: oState = J;
    				endcase
    			J: case(w)
    				4'b11: oState = D;
    				4'b10: oState = O;
    				4'b01: oState = H;
    				4'b00: oState = K;
    				endcase
    			K: case(w)
    				4'b11: oState = E;
    				4'b10: oState = A;
    				4'b01: oState = I;
    				4'b00: oState = L;
    				endcase
    			L: case(w)
    				4'b11: oState = F;
    				4'b10: oState = B;
    				4'b01: oState = J;
    				4'b00: oState = M;
    				endcase
    			M: case(w)
    				4'b11: oState = G;
    				4'b10: oState = C;
    				4'b01: oState = K;
    				4'b00: oState = N;
    				endcase
    			N: case(w)
    				4'b11: oState = H;
    				4'b10: oState = D;
    				4'b01: oState = L;
    				4'b00: oState = O;
    				endcase
    			O: case(w)
    				4'b11: oState = I;
    				4'b10: oState = E;
    				4'b01: oState = M;
    				4'b00: oState = A;
    				endcase
    			default: oState = A;
    		endcase
    	end	
	end
	always @(oState) begin
		case (oState)
			4'b0000: oV <= 4'b0011; 
			4'b0001: oV <= 4'b0010;
			4'b0010: oV <= 4'b0110;
			4'b0011: oV <= 4'b1000;
			4'b0100: oV <= 4'b1000;
			4'b0101: oV <= 4'b0000;
			4'b0110: oV <= 4'b0101;
			4'b0111: oV <= 4'b0100;
			4'b1000: oV <= 4'b0100;
			4'b1001: oV <= 4'b0111;
			4'b1010: oV <= 4'b0100;
			4'b1011: oV <= 4'b0101;
			4'b1100: oV <= 4'b0000;
			4'b1101: oV <= 4'b0001;
			4'b1110: oV <= 4'b1000;
			4'b1111: oV <= 4'bxxxx;
		endcase
	end
endmodule
module AssignmentTestBench;
reg iClk, iRst, iSkip, iRev;
wire[3:0] state,v,altstate,altv;
reg [5:0] Error = 6'd0; 
CompleteCounter cc(iClk, iRst, iSkip, iRev,v,state);
AltCompleteCounter altcc(iClk, iRst, iSkip, iRev,altv,altstate);
initial begin 
	iSkip = 0;
	iRev = 0;
	iRst = 1;
	iClk = 0;
	$dumpfile("Assignment.vcd"); $dumpvars;
end
always begin
	#5 iClk = ~iClk;
end
always begin
	iSkip = 0;
	iRev = 0;
	#10
	if(iRst) iRst = 0;
	#200 iSkip = 1;
	#200 iRev =1;
	#200 iSkip = 0;
	#200 iRev = 0;
end
always @(posedge iClk) begin
	#1
	if((v != altv) | (state != altstate)) begin
	Error = Error + 1;
	end
end
endmodule  
module BCD(in, Hex);
	input [3:0] in;
	output reg [6:0] Hex;
	always @(in) begin
		case (in)
			4'd0:  Hex = 7'b1000000; 	
			4'd1:  Hex = 7'b1111001;
			4'd2:  Hex = 7'b0100100;
			4'd3:  Hex = 7'b0110000;
			4'd4:  Hex = 7'b0011001;
			4'd5:  Hex = 7'b0010010;
			4'd6:  Hex = 7'b0000010;
			4'd7:  Hex = 7'b1111000;
			4'd8:  Hex = 7'b0000000;
			4'd9:  Hex = 7'b0011000;
			default: Hex = 7'bxxxxxxx;
		endcase
	end
endmodule
==> changes_impl.md <==
## Implementation

- Outcome: finished clean
- CTS H-tree lvls: 1
- Adder-Cell Fraction of Synth Area: 9.76%
- Total Neg Setup Slack: 0 ns
- Leak: roughly 0.00042 uW
- Multiplexer area fraction after synthesis: 0%
- Endpoints failing setup: 0
- Hold Startpoint: oState[0]
- Worst Hold Class: register to register
- WHS: 0.702 ns
- Crit Path Class: register to register
- First-pass GRT wire length: between 3000 and 4000 um
- Area share, top type: 20.8%
- Die extent in x: 88 um
- CP arrival: 2.29 ns
- Yosys aoi share: 32.8%
- Setup slack, reg-to-reg: 0.33 ns
- Fin util: 24.4%
- Share of cells above drive strength 1: ~23%
- Area growth syn-to-layout: 40.2%
- Core area: 0.00441 mm2
- Final setup margin: 0.329 ns
- Post-synthesis register bit count: 8
- OpenROAD warnings: 30
- Fin crit period: around 2.2 ns
- GR Util met3: 0.748%
- Pre-Place Util: 17.4%
- Cell variety after synth: 35
- I/O pin total: 12
- Worst Path Max Fanout: 18
- Largest net degree at the start of global routing: 19
- Post-synth top cells: nor2_1, dfxtp_1, inv_1
- Cell count of the worst reg-to-reg path: 6
- Routed WL: 2000 um
- Late-Pin Clk Latency: 0.22 ns
- M1 GR Usage: just under 7%
- Yosys Instances: approximately 100
- Worst R2R Start: oState[3]
- Hold Path Sink: oState[1]
- Vias in the first global route: 819
- VDD IR max: 0.315 mV
- Worst-Margin Slew: approximately 0.65 ns
- Port bufs: 11
- Die area: 0.00774 mm2
- Row Count: 24
- Yosys stat area: between 700 and 800 um2
- Most Crowded Layer GR: met2
- Tot Pwr: 1290 uW
- Synth Warn #: 1
- Max-slew violation count: 0
- Root buf cell: clkbuf_8
- TritonRoute pass-1 iters: 4
- Syn avg cell area: 7.54 um2
- Yosys xor share: 1.14%
- Number of fill cells: 461
- Flop pwr share: 24.0%
- Iter 0 DRT Violations: around 120
- Post-synth seq share: roughly a fifth
- Logic pwr share: 64.5%
- Slew headroom: 56.6%
- Sw frac: 41.8%
- GRT Residual Overflow: 0
- Biggest area cells: dfxtp_1, ha_1, nor2_1
- Critical path endpoint category: register
- Simple share: 27.3%
- Diodes inserted: 0
- DRC: 0
- Initial antenna violation count: 0
- Async set-reset flop share out of synthesis: 0%
- P per Cell Area: 1190 mW/mm2
- Cell Area, Synth: roughly 770 um2
- Via count: 832
- CTS Buffer Depth: 2
- Final Hold Fails: 0
- Die Ht: 88 um
- Internal: 749 uW
- Hold Path Depth: 2
- Met2 usage: 9.13%
- Clock skew: 0.00426 ns
- Main logic family: AND-OR/OR-AND gates
- GR Util All Layers: under 10%
- Routability cong.: 0.832
- Max cap viols: 0
- WL per Instance: 11.4 um
- Critical Path RT: around 2.6 ns
- P_sw: 539 uW
- Flip-flops with a built-in enable: 0
- Post-synthesis cell count: 102
- RSZ-0062 raised after global routing: false
- F_max: 461 MHz
- Total CTS buffers: 3
- Yosys top cell by area: dfxtp_1
- # clock sinks: 8
- Startpoint Class: register
- CTS tree: yes
- Hpwl dp: 1500 um
- Commonest flop: dfxtp_1
- Fin crit share: 86.8%
- Pre-CTS WS: -0.227 ns
- Clk network pwr share: between 10% and 20%
- Clock-pin slew on the worst setup and hold paths: 0.04 ns
- Top-count cell post-synth: nor2_1
- Antenna viol nets, final: 0
- Vias per cell: 4.75
- Worst R2R End: oV[1]
-- worst max path at each step --
stage / to / slack (ns) / cells past startpoint / from
CTS: oV[0] / 0.02 / 10 / iRev
global route: oV[3] / 0.08 / 7 / oState[3]
finish: oV[1] / 0.33 / 6 / oState[3]
-- cell type report --
cell class | count | area [um2] | area share [%]
timing repair buffer | 24 | 213 | 19.7
inverter | 7 | 26.3 | 2.44
tap | 52 | 65.1 | 6.03
multi-input combinational | 81 | 573 | 53.1
sequential | 8 | 160 | 14.8
clock buffer | 3 | 41.3 | 3.83
-- logic make-up (layout without fill, tap and decap cells) --
family,Yosys count,count (layout)
buffers and inverters,13,34
AND/OR/NAND/NOR,39,39
XOR/XNOR,1,1
flip-flops,8,8
AND-OR/OR-AND,35,35
adder cells (fa/ha/maj),6,6
-- critical path: stages, from the launching register on --
cell and delay, ns:
dfxtp_1 0.73, inv_1 0.21, nor4_1 0.54, nor3_4 0.11
and2_4 0.17, o21bai_1 0.14, a21o_1 0.17
-- power groups by stage --
stage	Combinational [uW]	Clock, uW	Sequential, uW
final	831	148	309
after global routing	945	162	326
after CTS	805	156	305
-- layout by cell type (no fill, tap or decap), types with 2 or more instances in the layout --
master           Yosys  layout
nand3_1              6       6
a31oi_1              5       5
a21o_1               2       2
a31o_1               2       2
a211oi_1             2       2
inv_1                7       7
dfxtp_1              8       8
ha_2                 0       3
nor3_1               5       5
clkbuf_8             0       3
buf_4                0      13
nor4_1               3       3
nor2_1              12      11
nand2_1              6       6
dlymetal6s2s_1       0       2
clkdlybuf4s50_1      0       9
a211o_1              2       2
o21ai_0              4       2
o21ai_1              5       6
a21oi_1              4       4
ha_1                 6       2
-- repair_timing --
action                     CTS  global route
pin swaps                    0             2
cloned                       0             0
setup endpoints to repair    1             4
hold buffers                 0             0
buffers inserted             0             1
gates resized                2             9
-- registers in the layout (all words and copies together), names as in the netlist --
name,flops
oV,4
oState,4
-- through the flow --
stage          instances  cell area (um2)
5_1_grt              175             1080
4_1_cts              174             1040
6_report             175             1080
3_5_place_dp         171              998
2_1_floorplan        102              769
3_3_place_gp         171              998
-- per-layer routing --
metal / up-vias / part of all wire, %
li1: 422 / -
met1: 379 / 45
met2: 29 / 46
met3: 2 / 7.3
met4: 0 / 1.3
met5: - / 0
Power figures rest on the tool's default switching activity, not on a simulated workload.
